**run.sh**
```bash
#!/bin/bash
# OpenROAD 26Q1-2900-gdf79404cd8, Yosys 0.63+post, stock flow scripts
make -C /OpenROAD-flow-scripts/flow DESIGN_CONFIG=/design/flow/config.mk WORK_HOME=/design/flow/orfs finish
```
**config.mk**
```make
export PLATFORM = sky130hd
export DESIGN_NAME = stopwatch
export DESIGN_NICKNAME = stopwatch
export VERILOG_FILES = /design/flow/design.v
export SDC_FILE = /design/flow/constraint.sdc
export NUM_CORES = 4
export LEC_CHECK = 1
export CORE_UTILIZATION = 50
```
**constraint.sdc**
```tcl
current_design stopwatch

set clk_period 3.8
set clk_io_pct 0.2

create_clock -name clk0 -period $clk_period [get_ports {clk}]

set non_clock_inputs [all_inputs -no_clocks]
set_input_delay [expr $clk_period * $clk_io_pct] -clock clk0 $non_clock_inputs
set_output_delay [expr $clk_period * $clk_io_pct] -clock clk0 [all_outputs]
```
**design.v**
```verilog
module blink (
    in,
    blink_clk,
    blink_sel,
    out
);
  input [6:0] in;
  input blink_clk;
  input blink_sel;
  output [6:0] out;
  wire is_on;   
  assign is_on = blink_sel == 0 || blink_clk == 0;
  assign out   = is_on ? in : 7'b1111111;
endmodule
module calculation (
    input rst,
    input pause,
    input sel_switch,
    input adj_switch,
    input clk1,   
    input clk2,   
    output [5:0] outputSeconds,
    output [5:0] outputMinutes
);
  reg  [5:0] currentSeconds = 0;
  reg  [5:0] currentMinutes = 0;
  wire [5:0] nextSeconds;
  wire [5:0] nextMinutes;
  next_number nn (
      .currentSeconds(currentSeconds),
      .currentMinutes(currentMinutes),
      .switches({adj_switch, sel_switch}),
      .nextSeconds(nextSeconds),
      .nextMinutes(nextMinutes)
  );
  assign outputSeconds = currentSeconds;
  assign outputMinutes = currentMinutes;
  always @(posedge clk2) begin
    if (rst == 1) begin
      currentSeconds <= 6'b000000;
      currentMinutes <= 6'b000000;
    end
    else if (adj_switch || clk1) begin
      if (pause == 0) begin
        currentSeconds <= nextSeconds;
        currentMinutes <= nextMinutes;
      end
    end
    if (rst == 1) begin
      currentSeconds <= 6'b000000;
      currentMinutes <= 6'b000000;
    end
  end
endmodule
module clk_div #(
    parameter DIVISOR = 100000000
) (
    input clk,
    input rst,
    output reg clk_out
);
  reg [27:0] counter = 28'd0;
  always @(posedge clk) begin
    counter <= counter + 28'd1;
    if (rst) begin
      clk_out <= 0;
    end else begin
      if (counter >= (DIVISOR - 1)) counter <= 28'd0;
      clk_out <= (counter < DIVISOR / 2) ? 1'b1 : 1'b0;
    end
  end
endmodule
module get_digits (
    input  [5:0] inputNum,
    output [3:0] outputNum1sPlace,
    output [3:0] outputNum10sPlace
);
  assign outputNum1sPlace  = inputNum % 10;
  assign outputNum10sPlace = inputNum / 10;
endmodule
module input_filtering(
	input pb_1,
	input clk,
	output pb_out
    );
reg button_state_reg = 0;
reg [15:0] counter;
always @ (posedge clk)
begin
  if(pb_1 == 0)  
	begin
		counter <= 0;
		button_state_reg <= 0;
	end
	else
	begin
		counter <= counter + 1'b1;
		if(counter == 16'hffff)  
		begin
			button_state_reg <= 1;
			counter <= 0;
		end
	end
end
assign pb_out = button_state_reg;
endmodule
module next_number (
    input  [5:0] currentSeconds,
    input  [5:0] currentMinutes,
    input  [1:0] switches,
    output [5:0] nextSeconds,
    output [5:0] nextMinutes
);
  wire select;
  assign select = switches[1] & switches[0];
  wire [5:0] secondsMax;
  wire [5:0] minutesMax;
  assign secondsMax = (currentSeconds == 59);
  assign minutesMax = (currentMinutes == 59);
  wire [5:0] nextSecondsNormal;
  wire [5:0] nextMinutesNormal;
  wire [5:0] nextSecondsAlt;
  wire [5:0] nextMinutesAlt;
  assign nextSecondsNormal = secondsMax ? 0 : currentSeconds + 1;
  assign nextMinutesNormal = (minutesMax & secondsMax) ? 0 : secondsMax ? currentMinutes + 1 : currentMinutes;
  assign nextSecondsAlt = currentSeconds;
  assign nextMinutesAlt = (minutesMax & secondsMax) ? 0 : currentMinutes + 1;
  assign nextSeconds = select ? nextSecondsAlt : nextSecondsNormal;
  assign nextMinutes = select ? nextMinutesAlt : nextMinutesNormal;
endmodule   
module ssd_display_mux (
    input [6:0] segments1,
    input [6:0] segments2,
    input [6:0] segments3,
    input [6:0] segments4,
    input clk,
    output reg [3:0] Anode_Activate,   
    output reg [6:0] output_segments
);
  reg [1:0] LED_activating_counter;
  always @(posedge clk) begin
    LED_activating_counter <= LED_activating_counter + 1;
  end
  always @(*) begin
    case (LED_activating_counter)
      2'b00: begin
        Anode_Activate  = 4'b0111;
        output_segments = segments1;
      end
      2'b01: begin
        Anode_Activate  = 4'b1011;
        output_segments = segments2;
      end
      2'b10: begin
        Anode_Activate  = 4'b1101;
        output_segments = segments3;
      end
      2'b11: begin
        Anode_Activate  = 4'b1110;
        output_segments = segments4;
      end
      default: begin
        Anode_Activate  = 4'b0111;
        output_segments = segments1;
      end
    endcase
  end
endmodule   
module ssd_mux (
    input  [3:0] inputNum,
    output [6:0] outputSegments
);
  reg [6:0] outputSegmentsTemp;
  assign outputSegments = outputSegmentsTemp;
  always @(inputNum) begin
    case (inputNum)
      0: outputSegmentsTemp = 7'b0000001;
      1: outputSegmentsTemp = 7'b1001111;
      2: outputSegmentsTemp = 7'b0010010;
      3: outputSegmentsTemp = 7'b0000110;
      4: outputSegmentsTemp = 7'b1001100;
      5: outputSegmentsTemp = 7'b0100100;
      6: outputSegmentsTemp = 7'b0100000;
      7: outputSegmentsTemp = 7'b0001111;
      8: outputSegmentsTemp = 7'b0000000;
      9: outputSegmentsTemp = 7'b0000100;
      default: outputSegmentsTemp = 7'b1111111;
    endcase
  end
endmodule
module stopwatch (
    input clk,
    input pb_rst,
    input pb_pause,
    input sw_select,
    input sw_mode,
    output [6:0] seven_seg,
    output [3:0] anode_count,
    output [1:0] Led
);
  wire clk1Hz;
  wire clk2Hz;
  wire clk10Hz;
  wire clk100Hz;
  wire slow_clk_en;
  wire [5:0] currentSeconds;
  wire [5:0] currentMinutes;
  wire [3:0] currentSeconds1sPlace;
  wire [3:0] currentSeconds10sPlace;
  wire [3:0] currentMinutes1sPlace;
  wire [3:0] currentMinutes10sPlace;
  wire [6:0] currentSeconds1sPlaceSegments;
  wire [6:0] currentSeconds10sPlaceSegments;
  wire [6:0] currentMinutes1sPlaceSegments;
  wire [6:0] currentMinutes10sPlaceSegments;
  wire [6:0] currentSeconds1sPlaceSegmentsBlinked;
  wire [6:0] currentSeconds10sPlaceSegmentsBlinked;
  wire [6:0] currentMinutes1sPlaceSegmentsBlinked;
  wire [6:0] currentMinutes10sPlaceSegmentsBlinked;
  wire pb_pause_filtered;
  wire sw_select_filtered;
  wire sw_mode_filtered;
  wire blink_sel_seconds;
  wire blink_sel_minutes;
  wire pause;
assign Led[0] = rst;
assign Led[1] = pause;
  ssd_display_mux u_ssd_display_mux (
      .segments1      (currentMinutes10sPlaceSegmentsBlinked),
      .segments2      (currentMinutes1sPlaceSegmentsBlinked),
      .segments3      (currentSeconds10sPlaceSegmentsBlinked),
      .segments4      (currentSeconds1sPlaceSegmentsBlinked),
      .clk            (clk100Hz),
      .Anode_Activate (anode_count),
      .output_segments(seven_seg)
  );
  clk_div #(
      .DIVISOR(100000000)
  ) u_clk_div_0 (
      .clk(clk),
      .rst(0),
      .clk_out(clk1Hz)
  );
  clk_div #(
      .DIVISOR(50000000)
  ) u_clk_div_1 (
      .clk(clk),
      .rst(0),
      .clk_out(clk2Hz)
  );
  clk_div #(
      .DIVISOR(20000000)
  ) u_clk_div_2 (
      .clk(clk),
      .rst(0),
      .clk_out(clk10Hz)
  );
  clk_div #(
      .DIVISOR(10000)
  ) u_clk_div_3 (
      .clk(clk),
      .rst(0),
      .clk_out(clk100Hz)
  );
  assign rst = pb_rst;
  input_filtering u_input_filtering_button_2 (
      .pb_1       (pb_pause),
      .clk        (clk),
      .pb_out     (pb_pause_filtered)
  );
  input_filtering u_input_filtering_switch_1 (
      .pb_1       (sw_select),
      .clk        (clk),
      .pb_out     (sw_select_filtered)
  );
  input_filtering u_input_filtering_switch_2 (
      .pb_1       (sw_mode),
      .clk        (clk),
      .pb_out     (sw_mode_filtered)
  );
  get_digits u_get_digits_seconds (
      .inputNum         (currentSeconds),
      .outputNum1sPlace (currentSeconds1sPlace),
      .outputNum10sPlace(currentSeconds10sPlace)
  );
  get_digits u_get_digits_minutes (
      .inputNum         (currentMinutes),
      .outputNum1sPlace (currentMinutes1sPlace),
      .outputNum10sPlace(currentMinutes10sPlace)
  );
  ssd_mux u_ssd_mux_0 (
      .inputNum(currentSeconds1sPlace),
      .outputSegments(currentSeconds1sPlaceSegments)
  );
  ssd_mux u_ssd_mux_1 (
      .inputNum(currentSeconds10sPlace),
      .outputSegments(currentSeconds10sPlaceSegments)
  );
  ssd_mux u_ssd_mux_2 (
      .inputNum(currentMinutes1sPlace),
      .outputSegments(currentMinutes1sPlaceSegments)
  );
  ssd_mux u_ssd_mux_3 (
      .inputNum(currentMinutes10sPlace),
      .outputSegments(currentMinutes10sPlaceSegments)
  );
  blink u_blink_0 (
      .in       (currentSeconds1sPlaceSegments),
      .blink_clk(clk10Hz),
      .blink_sel(blink_sel_seconds),
      .out      (currentSeconds1sPlaceSegmentsBlinked)
  );
  blink u_blink_1 (
      .in       (currentSeconds10sPlaceSegments),
      .blink_clk(clk10Hz),
      .blink_sel(blink_sel_seconds),
      .out      (currentSeconds10sPlaceSegmentsBlinked)
  );
  blink u_blink_2 (
      .in       (currentMinutes1sPlaceSegments),
      .blink_clk(clk10Hz),
      .blink_sel(blink_sel_minutes),
      .out      (currentMinutes1sPlaceSegmentsBlinked)
  );
  blink u_blink_3 (
      .in       (currentMinutes10sPlaceSegments),
      .blink_clk(clk10Hz),
      .blink_sel(blink_sel_minutes),
      .out      (currentMinutes10sPlaceSegmentsBlinked)
  );
  tff u_tff (
      .clk(0),
      .rst(0),
      .t  (pb_pause_filtered),
      .q  (pause)
  );
  assign blink_sel_seconds = ~pause & ~sw_select & sw_mode;
  assign blink_sel_minutes = ~pause & sw_select & sw_mode;
  calculation u_calculation (
      .outputSeconds(currentSeconds),
      .outputMinutes(currentMinutes),
      .rst          (rst),
      .pause        (pause),
      .sel_switch   (sw_select),
      .adj_switch   (sw_mode),
      .clk1         (clk1Hz),
      .clk2         (clk2Hz)
  );
endmodule
module tff (
    input clk,
    input rst,
    input t,
    output reg q
);
  always @(posedge t) begin
    q <= ~q;
  end
endmodule
```
==> impl_metrics.env <==
# source this file to load flow results
export IMPL_syn_to_final_growth_pct=11.74
export IMPL_timing_slew_headroom_pct=43.96
export IMPL_via_per_inst=5.160
export IMPL_synth_main_ff_cell="dfxtp_1"
export IMPL_postSynthSeqShare_pct=37.58
export IMPL_fin_crit_ps=3641
export IMPL_max_freq_ghz=0.2747
export IMPL_ant_nets=0
export IMPL_maxSlewViolCount=0
export IMPL_drv_cap=0
export IMPL_wl_met3_um=416
export IMPL_grt_pass1_vias=5687
export IMPL_status="finished clean"
export IMPL_fp_row_count=45
export IMPL_hpwl_um=11060
export IMPL_placed_cell_area_um2=8268
export IMPL_finalHoldViolations=0
export IMPL_synth_cells=933
export IMPL_antenna_found_initial=0
export IMPL_cts_buffers=17
export IMPL_power_density_nw_per_um2=335.7
export IMPL_flop_area_um2=2963
export IMPL_peakVddDrop_uv=391.1
export IMPL_ys_seq_elements=148
export IMPL_async_reset_ff_share_pct=0
export IMPL_fp_dieW_um=127.6
export IMPL_syn_area_per_cell_um2=8.450
export IMPL_p_leak_nw=3.288
export IMPL_end_kind="primary output"
export IMPL_wire_per_inst_um=12.70
export IMPL_most_common_cell="nor2_1"
export IMPL_r2r_start="u_clk_div_2.counter[0]"
export IMPL_n_antenna_cell=0
export IMPL_io_buffers=17
export IMPL_worstMarginPinSlew_ps=840.6
export IMPL_fp_utilization_pct=51.48
export IMPL_yosysTopAreaCellShare_pct=37.58
export IMPL_holdBufCountCts=0
export IMPL_cts_max_path_buffers=2
export IMPL_routed_wl_um=15130
export IMPL_worstPathArrival_ps=2880
export IMPL_die_h_um=127.6
export IMPL_finalSetupViolCount=0
export IMPL_fin_skew_ps=15.31
export IMPL_drive_gt1_share_pct=6.429
export IMPL_vias=6145
export IMPL_crit_start="sw_select"
export IMPL_io_pins=18
export IMPL_critPathCapture="seven_seg[0]"
export IMPL_edf_count=0
export IMPL_wl_met1_um=7998
export IMPL_hp_class="reg -> reg"
export IMPL_mappedNetlistArea_um2=7884
export IMPL_critical_path_class="in -> out"
export IMPL_cp_required_ps=3040
export IMPL_yosys_area_um2=7884
export IMPL_reg2reg_to="u_clk_div_2.counter[11]"
export IMPL_cts_tree="built"
export IMPL_finalClockPeriodUsage_pct=95.81
export IMPL_place_gp_congestion=0.8626
export IMPL_die_area_um2=16270
export IMPL_clk_pin_slew_worst_paths_ps=60
export IMPL_final_setup_tns_ps=0
export IMPL_grt_use_total_pct=20.19
export IMPL_top_cells_by_area="dfxtp_1, nor2_1, ha_1"
export IMPL_route_met2_wl_um=6550
export IMPL_routed_top_layer="met4"
export IMPL_drc_errors=0
export IMPL_synth_top_cell_by_area="dfxtp_1"
export IMPL_warning_count=57
export IMPL_unclocked_regs=15
export IMPL_coreArea_um2=15310
export IMPL_ys_types=82
export IMPL_r2r_cells=9
export IMPL_crit_fanout=3
export IMPL_grt_max_degree=28
export IMPL_yosys_stat_cells=933
export IMPL_cts_root_buf="clkbuf_16"
export IMPL_n_fill_cell=1341
export IMPL_start_kind="input pin"
export IMPL_r2r_setup_slack_ps=1010
export IMPL_clock_latency_ps=410
export IMPL_yosysWarnings=16
export IMPL_first_pass_iters=5
export IMPL_common_cells="nor2_1, dfxtp_1, nand2_1"
export IMPL_grt_overflow_total=0
export IMPL_first_iter_violations=295
export IMPL_untimed_endpoints=20
export IMPL_mi_logic_area_um2=4686
export IMPL_h_tree_depth=4
export IMPL_final_area_um2=8810
export IMPL_rsz0062_at_grt="no"
export IMPL_grt_pass1_wl_um=26480
cell usage in the layout (no fill, tap or decap), types with 13 or more instances in the layout:
cell type / Yosys / final
xnor2_1: 61 / 61
xor2_1: 43 / 43
o21ai_0: 18 / 18
a21oi_1: 30 / 30
and3_1: 25 / 25
dfxtp_1: 148 / 148
clkbuf_16: 0 / 17
ha_1: 49 / 49
a31oi_1: 13 / 13
nor2_1: 175 / 175
nand2_1: 73 / 73
conb_1: 1 / 20
inv_1: 38 / 38
clkdlybuf4s50_1: 0 / 17
nor3_1: 20 / 19
nand4_1: 15 / 15
nand3_1: 39 / 39
power breakdown:
part	switching, mW	internal [mW]	leakage [nW]
Clock	0.613	0.854	0.261
Combinational	0.0352	0.0194	1.82
Sequential	0.0136	1.42	1.20
Total	0.662	2.30	3.29
per-stage QoR:
| stage | setup WS [ps] | hold slack, ps | power (mW) | utilization [%] | std cells |
|---|---|---|---|---|---|
| floorplan | 1188 | 399.5 | 1.504 | - | 952 |
| global placement | 108.5 | 414.1 | 1.518 | 53.99 | 1160 |
| detailed placement | 67.26 | 419.7 | 1.521 | 53.99 | 1160 |
| CTS | 51.22 | 423.2 | 2.995 | 57.49 | 1191 |
| global route | 34.49 | 443.9 | 3.070 | 57.52 | 1191 |
| finish | 159.2 | 414.5 | 2.957 | 57.52 | 1191 |
worst min path at each step:
stage | from | endpoint | cells after the start
global route | u_clk_div_0.counter[27] | u_clk_div_0.clk_out | 1
finish | u_clk_div_0.counter[27] | u_clk_div_0.clk_out | 1
CTS | u_clk_div_0.counter[27] | u_clk_div_0.clk_out | 1
kinds of logic (layout without fill, tap and decap cells):
kind of cell / after synthesis / after routing / synth area share (%)
AND-OR/OR-AND: 147 / 147 / 13.52
other: 1 / 20 / 0.04757
XOR/XNOR: 104 / 104 / 11.55
adder cells (fa/ha/maj): 49 / 49 / 7.777
AND/OR/NAND/NOR: 409 / 409 / 24.35
flip-flops: 148 / 148 / 37.58
multiplexers: 9 / 9 / 1.222
buffers and inverters: 66 / 94 / 3.952
worst max-delay path, cell delays in order:
cell	delay (ps)
clkdlybuf4s50_1	450
inv_1	110
nor3_2	60
nand2b_1	170
a21o_1	170
a21oi_1	220
inv_1	90
and3_1	180
a211o_1	260
clkdlybuf4s50_1	410
what timing repair did:
| item | 4_1_cts | 5_1_grt |
|---|---|---|
| setup buffers | 0 | 0 |
| setup endpoints to repair | 0 | 1 |
| gates resized | 0 | 1 |
per-layer routing:
layer / vias up / global-route usage (%)
li1: 3275 / -
met1: 2783 / 32.72
met2: 78 / 30.76
met3: 9 / 2.389
met4: 0 / 2.353
met5: - / 0
area by class of cell:
cell class	instances	area share, %
flip-flops and latches	148	33.63
clock inverters	13	1.108
multi-input cells	738	53.19
repair buffers	21	2.272
inverters	42	1.818
clock buffers	18	4.985
well taps	211	2.997
Power and IR drop assume default switching activity.
